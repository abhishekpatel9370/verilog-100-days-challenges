[flow/run.sh]
#!/bin/bash
# OpenROAD 26Q1-2900-gdf79404cd8, Yosys 0.63+post, stock flow scripts
make -C /OpenROAD-flow-scripts/flow DESIGN_CONFIG=/design/flow/config.mk WORK_HOME=/design/flow/orfs finish
[flow/config.mk]
export PLATFORM = sky130hd
export DESIGN_NAME = ALU4bit
export DESIGN_NICKNAME = ALU4bit
export VERILOG_FILES = /design/flow/design.v
export SDC_FILE = /design/flow/constraint.sdc
export NUM_CORES = 4
export LEC_CHECK = 1
export CORE_AREA = 10 10 98 98
export DIE_AREA = 0 0 108 108
[flow/design.v]
`timescale 1ns / 1ps
module ALU4bit(
    input [3:0] A, B , 
    output reg [7:0] result, 
    input sel,  
    input [1:0] opcode ,
    output reg overflow_flag ,carry_flag ,
    output reg [3:0] remainder);
    always@(*)
    begin 
    overflow_flag = 0 ;
    carry_flag= 0;
    remainder=0;
    casez(opcode)
    2'b00 : begin  
            result=A+B ; 
            carry_flag = result[8];
            overflow_flag=(A[3]==B[3])&&(A[3]!=result[3]);
            end
   2'b01 : begin  
           result= {1'b0, A} - {1'b0, B}; 
           carry_flag = result[8];
           overflow_flag = (A[3] != B[3]) && (result[3] != A[3]);
            end      
  2'b10 : begin 
         result = A * B;
          carry_flag = result[7:4] != 0;   
          overflow_flag = result[7:4] != {4{result[3]}};
           end
   2'b11 : begin 
              if (B != 0) begin
                  result = A / B;
                  remainder = A % B;
              end else begin
                  result = 8'hFF;   
                  remainder = 4'hF;   
                  carry_flag = 1;
                  overflow_flag = 1;
              end
          end        
   default: begin
                     result = 8'h0;
                     remainder = 4'h0;
                     carry_flag = 0;
                     overflow_flag = 0;
                 end
             endcase
         end
endmodule
[flow/constraint.sdc]
current_design ALU4bit

set clk_period 10.3
set clk_io_pct 0.2

create_clock -name clk0 -period $clk_period

set non_clock_inputs [all_inputs -no_clocks]
set_input_delay [expr $clk_period * $clk_io_pct] -clock clk0 $non_clock_inputs
set_output_delay [expr $clk_period * $clk_io_pct] -clock clk0 [all_outputs]
==> reports/results.txt <==
Status - complete, but fails checks
Failing checks - negative setup slack
Hold_ws - 5.00 ns
Pre-CTS WS - -2.20 ns
Power density over cell area - 73.7 mW/mm2
Routed WL per cell - 14.0 um
Initial antenna violation count - 0
Final Power - 0.280 mW
Vias in the first global route - 2,659
Max-cap check violation count - 0
Hold Path Origin - B[0]
Crit path max-delay cell type - or3_4
Drt drc - 0
Crit-path most repeated cell - ha_4
Worst hold path endpoint - result[0]
Flop pwr share - 0
Yosys stat cell total - 367
Hold Crit Class - in2out
Slew Viols, Final - 0
Switching Share - 0.470
Leakage - 1.83 nW
Layout cells sized above 1 - 0.270
OpenROAD warning count - 44
CP Data Required Time - 8.24 ns
Final Hold Viols - 0
Vias - 2,928
ANT nets after route - 0
RSZ-0062 raised after global routing - yes
Cell count after synthesis - 367
Cell Rows - 32
DIE WIDTH - 108 um
CP Capture Type - output pin
Remaining Overflow, GRT - 0
Yosys Warn Count - 3
Fp util - 0.355
Storage element area - 0 um2
Logic gate share of total power - 1.000
Yosys cell types - 61
Seq_cells - 0
Clk_buf instances - 0
First-pass GRT wire length - 13,000 um
Period utilization - 1.12
Power Internal - 0.148 mW
Mapped Area - 0.00272 mm2
IO Count - 25
Delay-heaviest family, CP - AND-OR/OR-AND gates
YS chip area - 0.00272 mm2
Crit-path max FO - 5
Max Clock Freq - 87.0 MHz
Layout Utilization - 0.497
Drt first pass iters - 4
Post-synth seq share - 0
Net Sw Power - 0.132 mW
Final WS setup - -1.20 ns
Hpwl dp - 6500 um
ANT cells - 0
Slowest Stage Delay on Critical Path - 0.38 ns
Hold Crit Depth - 7
Fillers - 702
# setup viols final - 2
Core area - 0.00765 mm2
GP Congestion - 0.934
Peak supply drop - 0.0330 mV
Syn Area/Cell - 7.40 um2
Clock Power Share - 0
Critical path type - in2out
GRT Overall Usage - 0.134
Type of origin of the critical path - input pin
DRT iter0 DRCs - 103
Vias per Instance - 5.18
Arrival time worst endpoint - 9.44 ns
Period minus WS final - 11.50 ns
WP buf/inv - 4
Port Buffers - 24
Max_slew headroom - 0.465
Worst Tran Pin Value - 0.795 ns
Die Size - 0.0117 mm2
Chip Height - 108 um
Area grow syn2layout - 39.7%
Final WL - 7940 um
Largest net degree at the start of global routing - 25
## how the worst max path moves through the flow
stage,startpoint,slack (ns),depth (start not counted),to
after CTS,B[0],-1.84,39,result[0]
after global routing,B[0],-1.60,42,result[0]
final,B[0],-1.20,40,result[0]
## synth_stat cells (2+ instances only)
cell,number,area share
mux2i_1,5,0.018
a31oi_1,4,0.0092
and3_1,2,0.0046
a211oi_1,4,0.011
a21boi_0,3,0.0083
o21ai_0,23,0.042
clkbuf_1,6,0.0083
fa_1,7,0.052
nand4_1,3,0.0069
a311oi_1,2,0.0064
or3_1,4,0.0092
nor4_1,3,0.0069
nor3b_1,2,0.0055
nand2b_1,6,0.014
a21o_2,2,0.0064
nand2_1,22,0.030
nand3_1,5,0.0092
mux2_2,4,0.017
nand4b_1,2,0.0064
ha_1,57,0.26
o221ai_1,4,0.013
o41a_1,2,0.0083
a21oi_1,39,0.072
nor2_1,34,0.047
o211ai_1,6,0.017
xnor2_1,11,0.035
a21o_1,14,0.039
o21a_1,3,0.0083
inv_1,30,0.041
xor2_1,12,0.039
nand3b_1,2,0.0055
o31ai_1,2,0.0055
nor2b_1,6,0.014
nor3_1,8,0.015
a21oi_2,2,0.0064
## tightest hold or removal path, stage by stage
cell	delay, ns
buf_8	0.08
buf_4	0.16
ha_1	0.31
nor2_1	0.12
a21oi_1	0.06
o31ai_1	0.06
buf_2	0.09
## area by class of cell
cell class	instances	area [um2]	share of cell area
Multi-Input combinational cell	332	2720	0.717
Timing Repair Buffer	101	823	0.217
Tap cell	102	128	0.0336
Inverter	30	123	0.0323
## cells by family (layout without fill, tap and decap cells)
group                    after synthesis  after routing  share of synthesized area
other                                  1              4                    0.00138
buffers and inverters                 38            131                     0.0566
XOR/XNOR                              23             23                     0.0741
adder cells (fa/ha/maj)               64             64                      0.314
AND-OR/OR-AND                        124            124                      0.310
multiplexers                          10             10                     0.0391
AND/OR/NAND/NOR                      107            107                      0.204
## layer usage
metal / routed length (um) / part of all wire / vias to the layer above / GRT usage
li1: - / - / 1547 / -
met1: 4230 / 0.53 / 1348 / 0.205
met2: 3540 / 0.45 / 33 / 0.216
met3: 160 / 0.020 / 0 / 0.00783
met4: 0 / 0 / 0 / 0
met5: 0 / 0 / - / 0
## power by group through the flow
stage         combinational (mW)  sequential, mW  clock [mW]
CTS                        0.260               0           0
global route               0.312               0           0
finish                     0.280               0           0
## through the flow
step | TNS (ns) | instances | instance area, um2
final | -1.79 | 565 | 3800
after global routing | -2.46 | 565 | 3800
after CTS | -2.76 | 555 | 3610
after detailed placement | -3.48 | 552 | 3590
after global placement | -3.35 | 552 | 3590
after floorplan | -1.50 | 370 | 2790
## cell usage in the layout, fill, tap and decap left out, types with 4 or more instances in the layout
| master | count |
|---|---|
| o211ai_1 | 6 |
| mux2i_1 | 5 |
| ha_1 | 49 |
| nor2b_1 | 5 |
| buf_4 | 77 |
| o221ai_1 | 4 |
| nand2_1 | 21 |
| nor2_1 | 34 |
| fa_1 | 7 |
| inv_1 | 27 |
| nand3_1 | 4 |
| xnor2_1 | 11 |
| a21oi_2 | 5 |
| clkdlybuf4s50_1 | 19 |
| o21ai_0 | 18 |
| a31oi_1 | 4 |
| nand2b_1 | 6 |
| xor2_1 | 12 |
| conb_1 | 4 |
| nor3_1 | 8 |
| a211oi_1 | 4 |
| a21o_1 | 14 |
| ha_4 | 6 |
| a21oi_1 | 36 |
## timing repair
| item | 4_1_cts | 5_1_grt |
|---|---|---|
| pin swaps | 1 | 30 |
| hold buffers | 0 | 0 |
| endpoints found under the setup margin | 2 | 2 |
| endpoints found under the hold margin | 0 | 0 |
| cloned | 0 | 0 |
| buffers inserted | 3 | 10 |
| gates resized | 4 | 46 |
Power and IR drop assume default switching activity.
